$ cat /design/flow/design.v
`timescale 1ns / 1ps
module Delay #(parameter moduloN = 100_000, nbits = 12) 
    (input CLK, RST, DELAY_EN, 
    input [nbits-1:0] DELAY_MS,
    output DELAY_FIN);
    localparam Idle=2'b00, Hold=2'b01, Done=2'b11;
    localparam size_div = $clog2(moduloN);
	reg [1:0] current_state, next_state;    
	reg [size_div-1:0] clk_counter;                 
	reg [nbits-1:0] ms_counter;                  
	assign DELAY_FIN = (current_state == Done && DELAY_EN == 1'b1) ? 1'b1 : 1'b0;
	always @(posedge CLK) 
	if(RST) 
	   current_state <= Idle;
	else
	   current_state <=	next_state; 
	always @* begin
	next_state = Idle;
	case(current_state)
		Idle :
			if(DELAY_EN) 
				next_state = Hold;
			else
				next_state = Idle;
	   Hold : 
			if(ms_counter == DELAY_MS) 
				next_state = Done;
			else
                next_state = Hold;
		Done : 
			if(~DELAY_EN) 
                next_state = Idle;
			else
                next_state = Hold;
			default : next_state = Idle;
	endcase
	end
	always @(posedge CLK) 
	if(RST) 
	   ms_counter <= {nbits{1'b0}};
	else 
		if(current_state == Hold) begin
			if(clk_counter == moduloN) 
				ms_counter <= ms_counter + 1'b1;
			end				 
		else 
			ms_counter <= {nbits{1'b0}};
	always @(posedge CLK) 
	if(RST) 
	   clk_counter <= {size_div{1'b0}};
	else 
		if(current_state == Hold) 
			if(clk_counter == moduloN) 		 
				clk_counter <= {size_div{1'b0}};
			else 
				clk_counter <= clk_counter + 1'b1;
		else 												 
			clk_counter <= {size_div{1'b0}};
endmodule
$ cat /design/flow/run.sh
#!/bin/bash
# OpenROAD 26Q1-2900-gdf79404cd8, Yosys 0.63+post, stock flow scripts
make -C /OpenROAD-flow-scripts/flow DESIGN_CONFIG=/design/flow/config.mk WORK_HOME=/design/flow/orfs finish
$ cat /design/flow/config.mk
export PLATFORM = sky130hd
export DESIGN_NAME = Delay
export DESIGN_NICKNAME = Delay
export VERILOG_FILES = /design/flow/design.v
export SDC_FILE = /design/flow/constraint.sdc
export NUM_CORES = 4
export LEC_CHECK = 1
export CORE_AREA = 10 10 109 109
export DIE_AREA = 0 0 119 119
$ cat /design/flow/constraint.sdc
current_design Delay

set clk_period 5.0
set clk_io_pct 0.2

create_clock -name clk0 -period $clk_period [get_ports {CLK}]

set non_clock_inputs [all_inputs -no_clocks]
set_input_delay [expr $clk_period * $clk_io_pct] -clock clk0 $non_clock_inputs
set_output_delay [expr $clk_period * $clk_io_pct] -clock clk0 [all_outputs]
==> Changelog: implementation <==
### Physical design

* Max_slew headroom at 0.628
* Seq/Total Area, Yosys at 0.394
* Hold_buf cts at 0
* Element type at the critical path start: primary input
* Highest routed metal layer: met4
* Yosys reg bits at 32
* Crit path kind: primary input to primary output
* WL per Instance at 9.76 um
* Crit path time final at 3070 ps
* Mapped Cells at 179
* Num CTS Buffers at 5
* Initial antenna violation count at 0
* Placed cells at 321
* Rows at 36
* Setup crit end kind: primary output
* Layout cells sized above 1 at 0.0513
* Top_reg_cell synth: dfxtp_1
* Worst-margin pin slew at 556 ps
* Fin Clk Skew at 3.25 ps
* Max-slew violations at 0
* H-tree Lvls at 2
* Yosys cell types at 34
* Clock Tree Root: clkbuf_8
* Final clock period utilization by the worst path at 0.614
* Final TNS setup at 0 ps
* PortBufs at 15
* DRC violation count after routing at 0
* Drt total wl at 3.20 mm
* Final setup viols at 0
* Core ar. at 0.00964 sq mm
* P_leak at 0.559 nW
* Max incr delay on CP at 490 ps
* First-pass GRT wire length at 5.63 mm
* Met3 routed WL at 225 um
* Max Clk Rate at 0.326 GHz
* Die height at 119 um
* Vias in the first global route at 1209
* First-pass DRT Iterations at 4
* RSZ-0062 raised after global routing: no
* Via count at 1314
* CTS sink cnt at 32
* Critical Path RT at 4000 ps
* Post-route cell area at 0.00198 sq mm
* Area growth, synth to finish at 21.7%
* Cell count in the Yosys report at 179
* Num ports at 16
* Antenna cells at 0
* Number of synthesis warnings at 1
* Clock slew at reported path FFs at 60 ps
* Antenna Nets Post-Route at 0
* Post_cts resized at 0
* Final Hold Fails at 0
* Total gr overflow at 0
* CTS Buffer Depth at 2
* Cell area after synthesis at 0.00163 sq mm
* P per Cell Area at 236 mW/mm^2
* Synth Area per Inst at 9.08 sq um
* Max Cap Violations at 0
* Most frequent CP cell: clkdlybuf4s50_1
* Drt via density at 4.01
* Filler instances at 1066
* Clk latency of the worst-skew pair at 280 ps
* CP max-delay cell: clkdlybuf4s50_1
* Total GRT Usage at 0.0456
* Crit path max fanout at 3
* Iter 0 DRT Violations at 30
* Worst EP arrival at 2070 ps
* Largest net degree at the start of global routing at 25
* Max VDD drop at 0.000109 V
* Die W at 119 um
* Crit path cell chain: clkdlybuf4s50_1 > and2_1 > clkdlybuf4s50_1
* Fraction of registers with async set/reset at 0
* Status: complete, no violations
* Setup bufs post-CTS at 0
* Final std cells w/o fill at 328
* Tool warning count at 26
* Post-DP Area at 0.00190 sq mm
* EDFF count, synth at 0
* Die area at 0.0142 sq mm
* Synthesis area per yosys at 0.00163 sq mm
* CTS tree: yes
* DRT met1 WL at 1.60 mm
* Worst min path class: register to register
* Detailed Place HPWL at 2.36 mm
* DR WL met2 at 1.31 mm
* Final GP Congestion at 0.825
* Pre-Place Util at 0.169
-- cells in the final DEF, fill, tap and decap left out --
| master | n |
|---|---|
| a21oi_1 | 10 |
| clkbuf_1 | 1 |
| nor2_1 | 19 |
| o32ai_1 | 1 |
| and2_1 | 2 |
| and3_1 | 1 |
| o211ai_1 | 1 |
| xor2_1 | 7 |
| nor3_1 | 4 |
| xnor2_1 | 20 |
| or4_1 | 6 |
| inv_1 | 4 |
| nand4_2 | 1 |
| nor4_1 | 4 |
| nand3_1 | 13 |
| and4b_1 | 1 |
| clkdlybuf4s50_1 | 15 |
| and4bb_2 | 1 |
| o31ai_1 | 5 |
| nor4b_4 | 2 |
| clkbuf_8 | 5 |
| nand4_1 | 10 |
| ha_1 | 3 |
| mux2i_1 | 1 |
| nand2b_1 | 2 |
| o21ai_0 | 4 |
| or3_1 | 4 |
| clkinv_2 | 1 |
| dfxtp_1 | 32 |
| nor2b_1 | 1 |
| o41ai_1 | 1 |
| or3b_1 | 1 |
| o21bai_1 | 1 |
| nand2_1 | 7 |
| and4_1 | 4 |
-- per-layer routing --
| metal | GRT usage | vias up |
|---|---|---|
| li1 | - | 689 |
| met1 | 0.0652 | 587 |
| met2 | 0.0650 | 31 |
| met3 | 0.0168 | 7 |
| met4 | 0.00840 | 0 |
| met5 | 0 | - |
-- logic make-up (layout without fill, tap and decap cells) --
| family | after synthesis | count (layout) | share of synthesized area |
|---|---|---|---|
| buffers and inverters | 10 | 26 | 0.0346 |
| muxes | 1 | 1 | 0.00616 |
| xor gates and xnor gates | 27 | 27 | 0.145 |
| and+or+nand+nor | 83 | 83 | 0.310 |
| adders and majority gates | 3 | 3 | 0.0231 |
| AOI/OAI and AO/OA | 23 | 23 | 0.0862 |
| DFF | 32 | 32 | 0.394 |
-- worst max-delay path, delay by kind of cell --
family        cells  cell delay [ps]
buf+inv           2              950
simple gates      1              120
-- Yosys cell counts (2+ instances only) --
library cell	number	area [sq um]
o21ai_0	4	20.0
xor2_1	7	61.3
nor3_1	4	20.0
nor2_1	19	71.3
nand3_1	13	65.1
a21oi_1	10	50.1
dfxtp_1	32	641
nor4b_4	2	47.6
buf_6	2	22.5
nand4_1	10	62.6
inv_1	4	15.0
nor4_1	4	25.0
ha_1	3	37.5
or3_1	4	25.0
and2_1	2	12.5
nand2b_1	2	12.5
buf_2	3	15.0
o31ai_1	5	37.5
nand2_1	7	26.3
or4_1	6	45.0
xnor2_1	20	175
and4_1	4	35.0
-- per-stage QoR --
stage	setup slack, ps	total power [mW]	util	hold WS, ps
2_1_floorplan	2900	0.275	-	441
3_3_place_gp	1920	0.290	0.197	458
3_5_place_dp	1920	0.290	0.197	470
4_1_cts	1920	0.472	0.205	487
5_1_grt	1870	0.488	0.205	512
6_report	1930	0.467	0.205	484
-- sequential cells by signal, summed over array words and instances (netlist names) --
signal and count:
clk_counter 17, ms_counter 12, current_state 3
-- cell type report --
cell class	instances	area (sq um)	area share
Clock buffer	6	72.6	0.0367
Clock inverter	1	5.00	0.00253
Inverter	4	15.0	0.00759
Multi-Input combinational cell	137	928	0.469
Sequential cell	32	641	0.324
Tap cell	133	166	0.0841
Timing Repair Buffer	15	150	0.0759
-- where the power goes --
part	total (mW)	internal (mW)	switching, mW
sequential	0.258	0.257	0.00123
clock	0.182	0.0944	0.0880
combinational	0.0259	0.0150	0.0110
total	0.467	0.366	0.100
-- worst paths after layout --
kind,startpoint,endpoint,slack [ps],depth (start not counted)
setup / recovery,DELAY_EN,DELAY_FIN,1930,3
hold / removal,clk_counter[0]$_SDFF_PP0_,clk_counter[0]$_SDFF_PP0_,480,1
setup reg to reg,clk_counter[0]$_SDFF_PP0_,ms_counter[10]$_SDFFE_PP0N_,2920,6
hold reg to reg,clk_counter[0]$_SDFF_PP0_,clk_counter[0]$_SDFF_PP0_,480,1
Power figures rest on the tool's default switching activity, not on a simulated workload.
