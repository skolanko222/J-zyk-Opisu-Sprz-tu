==> flow/design.v <==
`timescale 1ns / 1ps
module axi_master #(parameter nbadr = 3)(input clk,input rst,
    output logic [3:0] awadr,output logic awvld, input awrdy,     
    output [31:0] wdat,output logic wvld,input wrdy,       
     input bvld,output logic brdy,        
    output logic [3:0] aradr,output logic arvld,input arrdy,     
    input [7:0] rdatf,input rvld,output logic rrdy,         
    output logic wr, rd, output logic [7:0] data_in, input [7:0] data_out, output logic [nbadr-1:0] addr
    );
    typedef enum {ReadStatus, WaitStatus, Read, WaitRead, 
                    Command, Write, WaitWrite, WaitResp} states;
    states st, nst;
    logic rec_trn;
    logic cmdm;
    logic [5:0] maxd;
    wire [7:0] rdat = rdatf;
    wire rfifo_valid = ((st == WaitStatus) && rvld) ? rdat[0] : 0;
    wire tfifo_full = ((st == WaitStatus) && rvld) ? rdat[3] : 0;
    wire incar = (st == WaitRead) & rec_trn & ~cmdm & rvld & (addr < maxd);
    wire incat = (st == Write) & ~rec_trn & cmdm & (addr < maxd);
    always @(posedge clk, posedge rst)
        if(rst)
            st<= ReadStatus;
        else
            st <= nst;
     always @* begin
        nst = ReadStatus;
        case(st)       
            ReadStatus: nst = WaitStatus;
            WaitStatus: if(rec_trn)
                    nst = rfifo_valid ? (rvld ? Read : WaitStatus) : ReadStatus;
                else
                    nst = tfifo_full ? ReadStatus : (rvld ? Write : WaitStatus);
            Read: nst = WaitRead;
            WaitRead: nst = rvld ? (rdat[7] ? Command : ReadStatus) : WaitRead;
            Command: nst = ReadStatus;
            Write: nst = WaitWrite;
            WaitWrite: nst = awrdy ? WaitResp : WaitWrite;
            WaitResp: nst = bvld ? ReadStatus : WaitResp;
        endcase
     end
    always @(posedge clk, posedge rst)
        if(rst)
            aradr<= 4'b0;
        else if(st==ReadStatus)
            aradr <= 4'd8;
        else
            aradr <= 4'b0;
    always @(posedge clk, posedge rst)
        if(rst)
            arvld <= 1'b0;
        else if(st == ReadStatus || st == Read)
            arvld <= 1'b1;
        else if(arrdy)
            arvld <= 1'b0;
    always @(posedge clk, posedge rst)
        if(rst)
            rrdy <= 1'b0;
        else if((st==WaitStatus || st == WaitRead) && rvld)
            rrdy <= 1'b1;
        else
            rrdy <= 1'b0;
    always @(posedge clk, posedge rst)
        if(rst) begin
            rec_trn <= 1'b1;
            cmdm <= 1'b1;
            maxd <= 6'b0;
        end
        else if(st ==Command) begin
            maxd <= rdat [5:0];
            case(rdat[7:6])
                2'b10: cmdm <= (rdat[5:0] == 6'b0) ? 1'b1 : 1'b0;
                2'b11: rec_trn <=  1'b0;
            endcase  
        end
        else if(st == WaitResp && addr == maxd) begin
            rec_trn <= 1'b1;
            cmdm <= 1'b1;
        end
    always @(posedge clk, posedge rst)
        if(rst)
            data_in <= 8'b0;
        else if(incar )
            data_in <= rdat[7:0];
    always @(posedge clk, posedge rst)
        if(rst)
            wr <= 1'b0;
        else
            wr <= incar;
    always @(posedge clk, posedge rst)
        if(rst)
            addr <= {nbadr{1'b0}};
        else if(incar | incat)
            addr <= addr + 1'b1;
        else if((st == WaitResp && addr == maxd) || st == Command)
            addr <= {nbadr{1'b0}};
    always @(posedge clk, posedge rst)
        if(rst)
            rd <= 1'b0;
        else
            rd <= (st == Write);
    always @(posedge clk, posedge rst)
        if(rst)
            awadr <= 4'b0;
        else if(st==Write || st == WaitWrite)
            awadr <= 4'd4;
        else
            awadr <= 4'b0;
    always @(posedge clk, posedge rst)
        if(rst)
            awvld <= 1'b0;
        else if(st == Write)
            awvld <= 1'b1;
        else if(awrdy)
            awvld <= 1'b0;
    always @(posedge clk, posedge rst)
        if(rst)
            wvld <= 1'b0;
        else if(st == Write)
            wvld <= 1'b1;
        else if(wrdy)
            wvld <= 1'b0;
        assign wdat = (st == WaitWrite) ? {24'b0, data_out} : 32'b0;
    always @(posedge clk, posedge rst)
        if(rst)
            brdy <= 1'b0;
        else begin
        if(st == Write)
            brdy <= 1'b1;
        if(bvld)
            brdy <= 1'b0;
        end
endmodule
==> flow/run.sh <==
#!/bin/bash
# OpenROAD 26Q1-2900-gdf79404cd8, Yosys 0.63+post, stock flow scripts
make -C /OpenROAD-flow-scripts/flow DESIGN_CONFIG=/design/flow/config.mk WORK_HOME=/design/flow/orfs finish
==> flow/config.mk <==
export PLATFORM = sky130hd
export DESIGN_NAME = axi_master
export DESIGN_NICKNAME = axi_master
export VERILOG_FILES = /design/flow/design.v
export SDC_FILE = /design/flow/constraint.sdc
export NUM_CORES = 4
export LEC_CHECK = 1
export CORE_AREA = 10 10 108 108
export DIE_AREA = 0 0 118 118
==> flow/constraint.sdc <==
current_design axi_master

set clk_period 2.9
set clk_io_pct 0.2

create_clock -name clk0 -period $clk_period [get_ports {clk}]

set non_clock_inputs [all_inputs -no_clocks]
set_input_delay [expr $clk_period * $clk_io_pct] -clock clk0 $non_clock_inputs
set_output_delay [expr $clk_period * $clk_io_pct] -clock clk0 [all_outputs]
==> ci_impl_report.md <==
### Yosys + OpenROAD results

| Metric | Value |
|---|---|
| Status | `complete, no violations` |
| Hold/Removal Path Class | `reg -> reg` |
| CTS HTree Levels | `2` |
| Pwr dens | `slightly below 700 mW/mm²` |
| Clock root cell | `clkbuf_8` |
| Vias in the first global route | `~1,300` |
| Highest Clock Rate | `453 MHz` |
| Mapped Area | `around 0.0018 mm²` |
| Worst vdd ir | `0.228 mV` |
| Vias/cell | `around 3.5` |
| CP arrival | `1.63 ns` |
| Post-CTS Setup Repair Bufs | `0` |
| Clock buffer count from CTS | `5` |
| Asr flop ratio synth | `roughly 100%` |
| Hold WS | `0.407 ns` |
| Ys flop type | `dfrtp_1` |
| Required @ worst endpoint | `~2.3 ns` |
| Antenna violations before repair | `0` |
| YS chip area | `0.00180 mm²` |
| Insertion delay at the late pin of the worst-skew pair | `just under 0.3 ns` |
| Max-cap violations | `0` |
| First-pass GRT wire length | `6.76 mm` |
| Flip-flops with a built-in enable | `0` |
| Combinational Power Share | `32.6%` |
| Simple share | `a little over an eighth` |
| Port buffer count | `~50` |
| Final period util | `about three quarters` |
| Ports | `between 80 and 90` |
| RSZ-0062 raised after global routing | `false` |
| Area delta synth->final | `34.3%` |
| Via Count | `1,200` |
| Iter 0 DRT Violations | `36` |
| DIE HEIGHT | `118 µm` |
| Yosys adder share | `2.78%` |
| Final HPWL DP | `3.38 mm` |
| Yosys cell types | `34` |
| Final setup fails | `0` |
| Net Sw Frac | `between 20% and 30%` |
| Reg clk slew, reported paths | `0.07 ns` |
| Reg power frac | `between 40% and 50%` |
| GPL Wtd Cong | `0.739` |
| Tot GR Track Use | `a little under 6%` |
| Antenna-violating nets left | `0` |
| # diodes | `0` |
| Post-synthesis register bit count | `36` |
| Fin Setup TNS | `0 ns` |
| Min Tclk post-route | `2.21 ns` |
| Clock power share | `slightly above 20%` |
| Share of cells above drive strength 1 | `around an eighth` |
| Core Area | `~0.0093 mm²` |
| FP Core Util | `approximately 19%` |
| Comb area leader | `buffers and inverters` |
| Kind of critical path | `in -> out` |
| # DRC | `0` |
| Die W | `between 100 and 150 µm` |
| Final Hold Fails | `0` |
| Cells after Synth | `roughly 160` |
| Worst Setup Start Kind | `primary input` |
| XOR/XNOR Fraction of Synth Area | `0%` |
| Max Fanout on Critical Path | `1` |
| Number of gates resized after cts | `0` |
| Top Layout Cells | `clkdlybuf4s50_1 (50), dfrtp_1 (33), conb_1 (30)` |
| Cell count in the Yosys report | `~160` |
| Iteration tally of the first detailed-router pass | `4` |
| Post-synthesis compound-gate area fraction | `between 10% and 20%` |
| Post-synth seq share | `between 50% and 60%` |
| Internal Power | `approximately 1.2 mW` |
| Mux share | `around 7.5%` |
| Total tool warning count | `25` |
| WL final | `4.25 mm` |
| Commonest non-fill, non-tap cell in the layout | `clkdlybuf4s50_1` |
| Grt ovf | `0` |
| Hold-fix buffers, CTS | `0` |
| Maximum number of pins on one net before global-route repair | `37` |
| Total die area | `between 0.01 and 0.015 mm²` |
| Syn Area/Cell | `11.0 µm²` |
| Synth warn | `1` |
| Net switching power figure | `roughly 490 µW` |
| Max-slew violations | `0` |
| Clock Skew | `between 0.006 and 0.007 ns` |
| Crit. End Element | `output port` |
| Clock Path Buffers | `2` |
| Clock Sinks | `36` |
| Num rows | `35` |
| Drt wl/cell | `around 12 µm` |
| Static Leak | `1.12 nW` |
| CTS tree | `built` |
-- registers in the layout, indices dropped and copies added, names as in the netlist --
name,count
addr,3
wvld,1
rd,1
rrdy,1
arvld,1
data_in,8
cmdm,1
st,8
awvld,1
rec_trn,1
aradr,1
wr,1
maxd,6
awadr,1
brdy,1
-- cells by family after synthesis --
group | after synthesis
buf+inv | 45
other cells | 1
fa+ha+maj | 4
mux | 12
flops | 36
simple gates | 39
compound gates | 27
-- per-layer routing --
metal	vias up	track usage, %	routed length, µm
met5	-	0	0
met4	0	1.00	85
met3	5	1.51	193
met2	34	10.3	2200
met1	568	7.22	1770
li1	593	-	-
-- power groups by stage --
stage / Combinational, mW / Clock [mW] / Sequential [mW]
after CTS: 0.568 / 0.353 / 0.791
after global routing: 0.625 / 0.370 / 0.818
final: 0.545 / 0.338 / 0.789
-- through the flow --
stage / instance area [µm²] / utilization, % / setup WS (ns) / instances / power [mW]
final: 2410 / 26.0 / 0.694 / 347 / 1.67
after global routing: 2410 / 26.0 / 0.667 / 347 / 1.81
after CTS: 2410 / 26.0 / 0.689 / 347 / 1.71
after detailed placement: 2330 / 25.1 / 0.698 / 339 / 1.36
after global placement: 2330 / 25.1 / 0.701 / 339 / 1.35
after floorplan: 1910 / - / 1.20 / 193 / 1.08
-- path summary, 6_finish.rpt --
| check | from | to | slack (ns) | depth (start not counted) |
|---|---|---|---|---|
| min in group asynchronous | rst | wvld | 0.70 | 3 |
| worst max-delay path | data_out[2] | wdat[2] | 0.69 | 3 |
| worst min register to register | st[0] | aradr[3] | 0.41 | 0 |
| worst min-delay path | st[0] | aradr[3] | 0.41 | 0 |
| max in group asynchronous | rst | rec_trn | 1.85 | 3 |
| worst max register to register | addr[2] | data_in[4] | 0.98 | 5 |
-- Yosys cell counts, types with 2 or more instances --
cell       n  area share [%]
nor3_1     2            0.56
a21o_1     5             2.1
and2_1     8             2.8
dfrtp_1   33              46
ha_1       4             2.8
nor2_1     7             1.5
clkbuf_1   2            0.42
a21oi_1    7             1.9
inv_1     11             2.3
o21ai_0    6             1.7
dfstp_2    3             4.4
nand2_1   10             2.1
nand2b_1   3             1.0
mux2_2    12             7.5
buf_4     30              13
o211ai_1   3             1.3
-- final cells by class --
| type | count | area, µm² |
|---|---|---|
| sequential | 36 | 905 |
| clock buffer | 7 | 76.3 |
| tap | 129 | 161 |
| clock inverter | 1 | 5.00 |
| inverter | 11 | 41.3 |
| timing repair buffer | 51 | 508 |
| fill | 992 | 6870 |
| multi-input combinational | 112 | 718 |
-- worst max-delay path: stages --
cell and delay (ns):
clkdlybuf4s50_1 0.45, and2_1 0.12, clkdlybuf4s50_1 0.47
Power figures rest on the tool's default switching activity, not on a simulated workload.
